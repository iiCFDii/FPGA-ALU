File: run.sh
#!/bin/bash
# OpenROAD 26Q1-2900-gdf79404cd8, Yosys 0.63+post, stock flow scripts
make -C /OpenROAD-flow-scripts/flow DESIGN_CONFIG=/design/flow/config.mk WORK_HOME=/design/flow/orfs finish
File: config.mk
export PLATFORM = sky130hd
export DESIGN_NAME = toplevelFinal
export DESIGN_NICKNAME = toplevelFinal
export VERILOG_FILES = /design/flow/design.v
export SDC_FILE = /design/flow/constraint.sdc
export NUM_CORES = 4
export LEC_CHECK = 1
export CORE_UTILIZATION = 30
File: constraint.sdc
current_design toplevelFinal

set clk_period 7.7
set clk_io_pct 0.2

create_clock -name clk0 -period $clk_period [get_ports {clk}]

set non_clock_inputs [all_inputs -no_clocks]
set_input_delay [expr $clk_period * $clk_io_pct] -clock clk0 $non_clock_inputs
set_output_delay [expr $clk_period * $clk_io_pct] -clock clk0 [all_outputs]
File: design.v
module FIFO(input logic [14:0] data, input logic [3:0] wradder, radder, input logic wren, clk, 
								output logic [14:0] q);
								logic [14:0]mem[7:0];
								initial begin
									for(int i = 0; i < 8; i++)
											mem[i] <= i;
								end
								always_ff @(posedge clk)
								begin
								if(wren)
								begin
								mem[wradder] <= data;
								end
								q <= mem[radder];
								end
endmodule
module FSM (input logic clk, push,toggle,rstSync, output logic [3:0] wradder, radder,output logic wen);
typedef enum logic [2:0] {idle,read,write,hold} Statetype;
					Statetype presentState = idle,nextState;
					always_ff @(posedge clk)
					begin
						presentState <= nextState;
					end
						logic full;
						logic empty;
						assign full = ((wradder[3]!= radder[3]) && (wradder[2:0]==radder[2:0]));
						assign empty =  (wradder == radder);
					always_comb
					begin
						case(presentState) 
						idle:	if (toggle == 1'b1 && push == 1'b1 && full != 1'b1 ) 
									nextState <= write;
								else if (toggle == 1'b0 && push == 1'b1 && empty != 1'b1) 
									nextState <= read;
								else 
									nextState <= idle;
						read: nextState <= hold;
						write: nextState <= hold;
						hold: if (toggle == 1'b1 && push == 1'b1 && full != 1'b1)
									nextState <= write;
								else if (toggle == 1'b0 && push == 1'b1 && empty != 1'b1)
									nextState <= read;
								else 
									nextState <= hold;
						default: nextState <= hold;
					endcase
					end
					always_comb
					begin
						if (presentState == idle) 
						begin
							wen <= 1'b0;
							end
						else if (presentState == write)
						begin
							wen <= 1'b1;
							end
						else if (presentState == read)
						begin
							wen <= 1'b0;
							end
						else if (presentState == hold)
						begin
							wen <= 1'b0;
							end	
						else
						begin
						   wen <= 1'b0;
							end
						end
						always_ff @(posedge clk)
						begin
						if (presentState == read)
						begin
						if (rstSync == 1'b1)begin
						radder <= radder + 1'b1;
						wradder <= wradder;
						end
						else begin
						wradder <= 4'b0000;
						radder <= 4'b0000;
						end
						end
						else if (presentState == write)
						begin
						if (rstSync == 1'b1)begin
						wradder <= wradder + 1'b1;
						radder <= radder;
						end
						else begin
						wradder <= 4'b0000;
						radder <= 4'b0000;
						end
						end
						else if (presentState == idle)
						begin
						wradder <= 4'b0000;
						radder <= 4'b0000;
						end
						else if (presentState == hold)
						begin
						if (rstSync == 1'b1)begin
						wradder <= wradder;
						radder <= radder;
						end
						else begin
						wradder <= 4'b0000;
						radder <= 4'b0000;
						end
						end
						else 
						begin
						wradder <= wradder;
						radder <= radder;
						end
						end
		endmodule
module FSM1 ( input logic E , input logic clk,
                        output logic z);
					typedef enum logic [1:0] {idle,C} Statetype;
					Statetype presentState = idle,nextState = idle;
					always_ff @(posedge clk)
					begin
						presentState <= nextState;
						end
					always_comb
					begin
						case(presentState) 
						idle:	if (E == 1'b1)
									nextState <= C;
								else
									nextState <= idle;
						C: nextState <= idle;
						default: nextState <= idle;
					endcase
					end
					always_comb
					begin
						if (presentState == idle) 
						begin
							z <= 1'b0;
							end
						else if (presentState == C)
						begin
							z <= 1'b1;
							end
						else
						begin
							z <= 1'b0;
							end
						end
		endmodule
module addsub1(input logic [5:0] A, B,
                        output logic [5:0] add,subtract, output logic Cout1, Overflow1,Cout2, Overflow2 );
											assign add = A + B;
											assign subtract = A + ~B + 1;
				assign Overflow1 = ((A[5] & B[5] & ~add[5]) | (~A[5] & ~B[5] & add[5]));
				assign Cout1 = add[5];
				assign Overflow2 = ((A[5] & B[5] & ~subtract[5]) | (~A[5] & ~B[5] & subtract[5]));
				assign Cout2 = subtract[5];
endmodule
 module clockdiv(input logic iclk,
						output logic oclk);
	const int HALF_OF_CLK_CYCLE_VALUE = 32'd12000000;  
	int count = 32'd0;
	logic clkstate = 1'b0;
	always_ff @(posedge iclk)
		if(count == (HALF_OF_CLK_CYCLE_VALUE-1))
		begin
			count <= 32'd0;
			clkstate <= ~clkstate;
		end else begin
			count <= count + 32'd1;
			clkstate <= clkstate;
		end
	assign oclk = clkstate;
 endmodule
module compare(input logic [5:0] A, B, 
                        output logic  S1,S2,S3,S4);
									assign S1 = (A == B);
									assign S2 = (A > B);
									assign S3 = (A < B);
									assign S4 = (A == 6'b00000);
endmodule
module edgeDet(input logic clk,push,
											output logic edgeD);
						logic ff1,ff2,ff3;
						always_ff	@(posedge clk) 
						begin
						ff1 <= push;
						ff2 <= ff1;
						ff3 <= ff2;
						end
					assign edgeD = (ff3&&!ff2);
endmodule
module resetSync(input logic clk,rst,output logic rstSync);
	logic intrst;
						always_ff@(posedge clk or negedge rst)
						begin
						if (!rst) begin
							intrst  <= 1'b0;
							rstSync <= 1'b0;
						end
						else
						begin
						intrst <= 1'b1;
						rstSync <= intrst;
						end
						end
endmodule
module sevenSeg(input logic [5:0] sum, output logic [6:0] r1,output logic [6:0]r2);
logic [5:0] sum1;
always_comb
begin
if (sum[5] == 1)
begin
sum1 = ~sum + 1;
end
else 
begin
sum1 = sum;
end
end
always_comb begin
					case(sum1)
					                 6'b000000: 
										  begin 
										  r2 <= 7'b1000000; 
										  r1 <= 7'b0000001; 
										  end  
										  6'b000001:
										  begin 
										  r2 <= 7'h79;
										  r1 <= 7'b0000001; 
										  end 
                                6'b000010: 
										  begin
										  r2 <= 7'h12; 
										  r1 <= 7'b0000001; 
										  end 
                                6'b000011: 
										  begin
										  r2 <= 7'h06;
										  r1 <= 7'b0000001; 
										  end 
                                6'b000100: 
										  begin
										  r2 <= 7'b0001101;
										  r1 <= 7'b0000001; 
										  end 
                                6'b000101: 
										  begin
										  r2 <= 7'b0100100;
										  r1 <= 7'b0000001; 
										  end 
                                6'b000110:
										  begin
										  r2 <= 7'b0100000;
										  r1 <= 7'b0000001; 
										  end 
                                6'b000111: 
										  begin
										  r2 <= 7'b1001110; 
										  r1 <= 7'b0000001; 
											end 
                                6'b001000: 
										  begin
										  r2 <= 7'h00; 
										  r1 <= 7'b0000001;
										  end  
                                6'b001001: 
										  begin
										  r2 <= 7'h0C; 
										  r1 <= 7'b0000001; 
										  end 
                                6'b001010:
										  begin 
										  r1 <= 7'h79; 
										  r2 <= 7'b1000000; 
										  end 
                                6'b001011: 
										  begin
										  r1 <= 7'h79; 
										  r2 <= 7'h79; 
										  end 
                                6'b001100: 
										  begin
										  r1 <= 7'h79; 
										  r2 <= 7'h12; 
										  end 
                                6'b001101: 
										  begin
										  r1 <= 7'h79; 
										  r2 <= 7'h06; 
										  end 
                                6'b001110: 
										  begin
										  r1 <= 7'h79; 
										  r2 <= 7'b0001101; 
										  end 
                                6'b001111:
										  begin
										  r1 <= 7'h79; 
										  r2 <= 7'b0100100; 
										  end 
										  6'b010000:
										  begin
										  r1 <= 7'h79; 
										  r2 <= 7'b0100000; 
										  end 
										  6'b010001: 
										  begin
										  r1 <= 7'h79; 
										  r2 <= 7'b1001110;
										  end  
										  6'b010010: 
										  begin
										  r1 <= 7'h79; 
										  r2 <= 7'h00; 
										  end 
										  6'b010011: 
										  begin
										  r1 <= 7'h79; 
										  r2 <= 7'h0C; 
										  end 
										  6'b010100: 
										  begin
										  r1 <= 7'h12; 
										  r2 <= 7'b1000000; 
										  end 
										  6'b010101: 
										  begin
										  r1 <= 7'h12; 
										  r2 <= 7'h79; 
										  end 
										  6'b010110: 
										  begin
										  r1 <= 7'h12; 
										  r2 <= 7'h12; 
										  end 
										  6'b010111:
										 begin 
										  r1 <= 7'h12; 
										  r2 <= 7'h06;
										 end  
										  6'b011000: 
										  begin
										  r1 <= 7'h12; 
										  r2 <= 7'b0001101;
										  end 
										  6'b011001: 
										  begin
										  r1 <= 7'h12; 
										  r2 <= 7'b0100100; 
										  end 
										  6'b011010: 
										  begin
										  r1 <= 7'h12; 
										  r2 <= 7'b0100000;
										 end  
										  6'b011011: 
										  begin
										  r1 <= 7'h12; 
										  r2 <= 7'b1001110; 
										  end 
										  6'b011100: 
										  begin
										  r1 <= 7'h12; 
										  r2 <= 7'h00; 
										  end 
										  6'b011101: 
										  begin
										  r1 <= 7'h12; 
										  r2 <= 7'h0C; 
										  end 
										  6'b011110: 
										  begin
										  r1 <= 7'h06;
										  r2 <= 7'b1000000; 
										  end 
										  6'b011111: 
										  begin
										  r1 <= 7'h06;
										  r2 <= 7'h79; 
										  end 
										  default: 
										  begin 
										  r2 <= 7'b1000000;
										  r1 <= 7'b1000000;
										  end
					endcase
					end
endmodule
module toplevelFinal( 
input logic [14:0] data, 
input logic push,toggle,rst,  
input logic clk, 
output logic [6:0] r1, Ar1,Ar2, Br1, Br2,
output logic [6:0] r2, result, 
output logic  S1,S2,S3,S4,z, 
output logic [5:0] add1,subtract1, 
output logic Cout1, Overflow1, Cout2, Overflow2,
output logic [3:0] wradder1, radder1,
output logic wen1, 
output logic [14:0] q,
output logic [5:0] A1, 
output logic [5:0] B1);
		logic temp1;
		logic temp2;
		logic temp3;
		logic oclk;
		clockdiv callx0 (.iclk(clk), .oclk(oclk));
		resetSync callx1 (.clk(oclk), .rst(rst), .rstSync(temp3));
		edgeDet call0(.clk(oclk), .push(push), .edgeD(temp1));
		FSM  call1(.clk(oclk), .push(temp1), .toggle(toggle), .wradder(wradder1), .radder(radder1), .wen(wen1), .rstSync(temp3));
		FIFO call2(.data(data), .wradder(wradder1), .radder(radder1), .wren(wen1), .clk(oclk), .q(q));	
		FSM1 call3(.clk(oclk), .E(temp1), .z(z));
		logic Co1;
		logic Ov1;
		logic Co2;
		logic Ov2;
		logic S11;
		logic S22;
		logic S33;
		logic S44;
		logic [5:0]A;
		logic [5:0]B;
		assign A = q[5:0];
		assign B = q[11:6];
		addsub1 call4(.A(A), .B(B), .add(add1), .subtract(subtract1), .Cout1(Co1), .Overflow1(Ov1), .Cout2(Co2), .Overflow2(Ov2));
		compare call5(.A(A), .B(B), .S1(S11), .S2(S22), .S3(S33), .S4(S44));
always_ff @(posedge clk)
				begin
case (toggle)
1'b0:
begin
if (z == 1'b1)
begin
	A1 <= A;
	B1 <= B;
	case(q[14:12])
		3'b000: 
		begin
		result <= add1;
		Cout1 <= Co1;
		Overflow1 <= Ov1;
		end
		3'b001: 
		begin
		result <= subtract1;
		Cout2 <= Co2;
		Overflow2 <= Ov2;
		end
		3'b100: 
		begin
		result <= S11;
		end
		3'b101: 
		begin
		result <= S22;
		end
		3'b110:
		begin
		result <= S33;
		end
		3'b111:
		begin
		result <= S44;
		end
		default:
		begin
				A1 <= A1;
				B1 <= B1;
				add1 <= add1;
				subtract1 <= subtract1;
				Cout1 <= Cout1;
				Overflow1 <= Overflow1;
				Cout2 <= Cout2;
				Overflow2 <= Overflow2;
				S1 <= S1;
				S2 <= S2;
				S3 <= S3;
				S4 <= S4;
				result <= 6'b000000;
		end
	endcase
end		
end
default:
begin
				A1 <= A1;
				B1 <= B1;
				add1 <= add1;
				subtract1 <= subtract1;
				Cout1 <= Cout1;
				Overflow1 <= Overflow1;
				Cout2 <= Cout2;
				Overflow2 <= Overflow2;
				S1 <= S1;
				S2 <= S2;
				S3 <= S3;
				S4 <= S4;
				result <= 6'b000000;
end
endcase
end
		sevenSeg call6(.sum(result), .r1(r1), .r2(r2));
		sevenSeg call7(.sum(A1), .r1(Ar1), .r2(Ar2));
		sevenSeg call8(.sum(B1), .r1(Br1), .r2(Br2));
endmodule
==> notes.md <==
fresh numbers from the pnr run: period utilization 64.4%, CTS tree built, syn avg cell area 13.1 um^2, tool warnings 36, routed length per placed instance 15.4 um, EDFF count, synth 141, sequential element share of the synthesized area 56.7%, Site Rows 64, CP Data Arrival Time 3420 ps, Pwr Total 0.507 mW, area of placed instances 10700 um^2, Detail Route Antenna Nets 0, DRC 0, Antenna Cells 0, max incr delay on CP 710 ps, postcts setup bufs 0, largest net degree at the start of global routing 80, final setup fails 0, proportion of layout cells with a drive suffix above 1 12.2%, Crit Reg-Reg Endpoint callx0.clkstate, Synth async-reset ratio 1.02%, post-layout min period 4960 ps, startpoint of the worst register-to-register path callx0.count[11], VDD IR max 0.0694 mV, Least-Margin Pin Slew 877 ps, CTS Root Cell clkbuf_16, maximum clock path buffer count 2, dominant logic cell type in the layout edfxtp_1, DPL Wire Length 13400 um, Synth flops 197, slew margin rel. 41.3%, DRT Wirelength 18500 um, Slowest cell on crit path xor2_1, endpoints left unconstrained 307, CORE AREA 30800 um^2, Worst R2R Setup Slack 5480 ps, Levels on crit path 8, CP Buf/Inv Count 2, GR Util All Layers 12.0%, synth-to-layout area growth 14.1%, f_max 202 MHz, Setup Crit Path Kind register to primary output, final hold slack 446 ps, Final Cell Area 10800 um^2, Detailed Routing Iterations Pass 1 29, vias 5573, post-synthesis cell count 722, pre-CTS setup slack 3050 ps, Init Core Util 30.7%, Worst Reg-to-Reg Cells 4, clock slew at reported path FFs 60 ps, Final WS setup 2740 ps, first-pass GRT wire length 29500 um, yosys stat area 9470 um^2, Die Size 32300 um^2, Final Max-Slew Violation Tally 0, Worst Setup SP A1[0], Netlist cell types 73, Hold Path Class register to register, commonest non-fill, non-tap cells in the layout edfxtp_1 (141), clkdlybuf4s50_1 (88), dfxtp_1 (54), post_cts resized 0, Crit Path Max Fanout 11, Hold Buf Count CTS 0, PwrDens 46.9 nW/um^2, number of global-route vias before repair 5310, io pins 125, main flop type edfxtp_1, DR iter-0 viols 294, number of buffers created by CTS 5, total gr overflow 0, Clock Latency Late Sink 290 ps, crit start category register, vias per std cell 4.64, clock skew 4.50 ps, Top delay family on crit path simple AND/OR/NAND/NOR gates, leakage 3.76 nW, YS warnings 33, initial antenna violation count 2, worst-path cell chain inv_1 -> ha_1 -> nand2b_2 -> xor2_1 -> nor3_1 -> or4_4 -> o22ai_2 -> clkdlybuf4s50_1, outcome finished, final reports clean, chip height 180 um, CP endpoint kind primary output, Max-cap violations 0, crit path to Ar2[3], RSZ-0062 raised after global routing no, Chip Width 180 um, cell area after technology mapping 9470 um^2, CP required 6160 ps, final hold vios 0, H-Tree Level Count 2, setup TNS 0 ps, IO buf count 88, count of unclocked register or latch pins 151, yosys stat cell total 722, Placer Congestion 0.867
layer usage:
metal	wire length, um	track usage, %
met5	30	0
met4	114	0.621
met3	1180	2.95
met2	9000	19.5
met1	8150	17.9
sequential cells by signal, indices dropped and copies added, names as in the netlist:
| signal | count |
|---|---|
| callx0.clkstate | 1 |
| result | 1 |
| call3.presentState | 1 |
| call0.ff2 | 1 |
| call2.mem | 120 |
| call1.wradder | 4 |
| call2.q | 15 |
| call1.radder | 4 |
| callx0.count | 32 |
| call1.presentState | 2 |
| callx1.intrst | 1 |
| B1 | 6 |
| call0.ff1 | 1 |
| call0.ff3 | 1 |
| A1 | 6 |
| callx1.rstSync | 1 |
worst min-delay path by stage:
stage / from / end / slack [ps] / depth (start not counted)
after CTS: callx0.count[0] / callx0.count[0] / 450 / 1
after global routing: callx0.count[0] / callx0.count[0] / 470 / 1
final: callx0.count[0] / callx0.count[0] / 450 / 1
synthesized netlist by cell type, types with 5 or more instances:
library cell	instances	area, um^2
nand3_1	14	70.1
nor2_1	50	188
mux2i_1	12	120
xnor2_1	26	228
and2_1	8	50.1
nand2b_1	15	93.8
nor2b_1	5	31.3
dfxtp_1	54	1080
clkbuf_1	10	37.5
o21ai_0	8	40.0
nor4_1	6	37.5
mux4_2	31	698
a21oi_1	15	75.1
buf_2	12	60.1
edfxtp_1	141	4230
inv_1	29	109
and3_1	9	56.3
mux2_2	20	225
buf_4	48	360
ha_1	25	313
and4_1	5	43.8
xor2_1	16	140
nand2_1	44	165
nor3b_1	6	45.0
nand4_1	13	81.3
nor3_1	20	100
per-stage QoR:
step / instances / util [%]
floorplan: 765 / -
CTS: 1200 / 35.0
detailed placement: 1192 / 34.6
global route: 1200 / 35.0
global placement: 1192 / 34.6
finish: 1200 / 35.0
where the power goes:
group | switching [mW] | leakage (nW) | internal, mW
Combinational | 0.0159 | 1.96 | 0.0159
Clock | 0.0862 | 0.0739 | 0.129
Sequential | 0.000664 | 1.73 | 0.259
area by class of cell:
class | instances | area [um^2]
fill | 2944 | 20000
sequential | 197 | 5370
multi-input combinational | 464 | 3670
timing repair buffer | 106 | 1020
tap | 396 | 495
clock buffer | 7 | 143
inverter | 29 | 109
clock inverter | 1 | 5.00
cells by family after synthesis:
| logic type | Yosys count | synth area share, % |
|---|---|---|
| XOR/XNOR | 47 | 4.74 |
| buffers and inverters | 104 | 6.34 |
| AND-OR/OR-AND | 72 | 6.07 |
| multiplexers | 64 | 11.2 |
| AND/OR/NAND/NOR | 211 | 11.6 |
| other | 2 | 0.0793 |
| adder cells (fa/ha/maj) | 25 | 3.30 |
| flip-flops | 197 | 56.7 |
Power is estimated from default activity; no workload was simulated.
